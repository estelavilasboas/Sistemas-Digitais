$ cat /design/flow/run.sh
#!/bin/bash
# OpenROAD 26Q1-2900-gdf79404cd8, Yosys 0.63+post, stock flow scripts
make -C /OpenROAD-flow-scripts/flow DESIGN_CONFIG=/design/flow/config.mk WORK_HOME=/design/flow/orfs finish
$ cat /design/flow/config.mk
export PLATFORM = sky130hd
export DESIGN_NAME = piscaleds
export DESIGN_NICKNAME = piscaleds
export VERILOG_FILES = /design/flow/design.v
export SDC_FILE = /design/flow/constraint.sdc
export NUM_CORES = 4
export LEC_CHECK = 1
export CORE_AREA = 10 10 101 101
export DIE_AREA = 0 0 111 111
$ cat /design/flow/constraint.sdc
current_design piscaleds

set clk_period 7.3
set clk_io_pct 0.2

create_clock -name clk0 -period $clk_period [get_ports {CLOCK_50}]

set non_clock_inputs [all_inputs -no_clocks]
set_input_delay [expr $clk_period * $clk_io_pct] -clock clk0 $non_clock_inputs
set_output_delay [expr $clk_period * $clk_io_pct] -clock clk0 [all_outputs]
$ cat /design/flow/design.v
module piscaleds(
	input CLOCK_50,
	input [0:0]SW,
	output [0:0]LEDR);
	reg clk = 0;
	reg [26:0]contador=0;
	assign LEDR[0] = clk;
	reg [1:0]c = 1;
	always @(posedge CLOCK_50) begin
		if(contador == 50000000) begin
			contador <= 0;
			clk <= ~clk;
		end else begin
		   if(SW[0] == 1) begin
				contador <= contador+5;
			end else begin
				contador <= contador+1;
			end
		end
	end
endmodule
==> load_flow_metrics.sql <==
-- physical implementation figures
INSERT INTO impl_metrics (metric_group, metric, value, unit) VALUES
('timing', 'timing_hold_violations_final', '0', ''),
('clock_tree', 'ctsResizeCount', '0', ''),
('synth', 'netlist_top_cells_count', 'dfxtp_1 (27), nor2_1 (11), xor2_1 (11), nand2_1 (9), xnor2_1 (9)', ''),
('timing', 'sum_neg_setup_slack', '0', 'ns'),
('timing', 'finalSetupViolations', '0', ''),
('synth', 'ys_async_sr_fraction', '0', '%'),
('synth', 'post_synth_inst_count', '124', ''),
('timing', 'finalWorstPathRequiredPeriod', '3.04', 'ns'),
('placement', 'detailed_place.area', '1390', 'sq um'),
('timing', 'drv_slew', '0', ''),
('synth', 'synth.yosys.warnings', '1', ''),
('grt', 'antenna_found_initial', '0', ''),
('synth', 'synth-edff-count', '1', ''),
('clock_tree', 'cts_hold_repair.buffers', '0', ''),
('route', 'remaining_drc_errors', '0', ''),
('route', 'm1WireLength', '1030', 'um'),
('clock_tree', 'clock_tree.buffer_depth', '2', ''),
('outcome', 'outcome', 'completed', ''),
('placement', 'portBuffers', '2', ''),
('grt', 'aggregate_global_routing_overflow', '0', ''),
('synth', 'ff_type', 'dfxtp_1', ''),
('job', 'stage_log_warnings', '26', ''),
('clock_tree', 'clock.latency.late_pin', '0.27', 'ns'),
('synth', 'syn_avg_cell_area', '10.1', 'sq um'),
('worst_setup_path', 'cp.required', '7.44', 'ns'),
('synth', 'syn_area', '1260', 'sq um'),
('finish', 'final_area', '1460', 'sq um'),
('clock_tree', 'tritoncts_num_sinks', '28', ''),
('die', 'placement_rows', '33', ''),
('worst_hold_path', 'worst_hold_path_class', 'flip-flop to flip-flop', ''),
('clock_tree', 'postCtsSetupBuffers', '0', ''),
('worst_setup_path', 'setup.worst_path.class', 'input pin to flip-flop', ''),
('route', 'dr.first_iter.drc_count', '30', ''),
('route', 'route.met3.wl', '83', 'um'),
('route', 'drtAntennaViolNets', '0', ''),
('finish', 'flow.area_growth_from_synthesis', '16.2', '%'),
('power_and_ir_drop', 'ir_drop', '0.0705', 'mV'),
('finish', 'finish.cell_count_without_fillers', '233', ''),
('grt', 'grt_first_pass_wirelength', '3750', 'um'),
('synth', 'synth_top_area_share', '43.0', '%'),
('route', 'routed_wl', '1980', 'um'),
('route', 'detail_route.antenna_diodes', '0', ''),
('grt', 'grt_pass1_vias', '834', ''),
('die', 'design.die.area', '12300', 'sq um'),
('clock_tree', 'clk_slew_on_worst_s_h_paths', '0.09', 'ns'),
('job', 'maxCapViolations', '0', ''),
('worst_setup_path', 'critPathArrivalTime', '3.17', 'ns'),
('die', 'floorplan.core_area', '8130', 'sq um'),
('synth', 'netlist.top_cell.by_area', 'dfxtp_1', ''),
('timing', 'maxClockFrequency', '329', 'MHz'),
('worst_setup_path', 'worst_path_maximum_fanout', '9', ''),
('worst_setup_path', 'crit_path_launch_type', 'input pin', ''),
('die', 'dieHeight', '111', 'um'),
('die', 'die_w', '111', 'um'),
('synth', 'ys_chip_area', '1260', 'sq um'),
('die', 'io_pins', '3', ''),
('timing', 'finalClockPeriodUsage', '41.6', '%'),
('synth', 'synth_stat.cells', '124', ''),
('power_and_ir_drop', 'pwr_density_cell', '253', 'nW/um^2'),
('die', 'initial_utilization', '15.4', '%'),
('synth', 'yosys.stat.seqShare', '45.4', '%'),
('placement', 'gp_congestion', '0.776', ''),
('grt', 'largest_net_degree_at_the_start_of_global_routing', '18', ''),
('grt', 'grt_use_total', '3.42', '%'),
('placement', 'dp_hpwl', '1420', 'um'),
('route', 'count_of_tritonroute_iterations_in_the_first_routing_pass', '4', ''),
('timing', 'final.hold.worst_slack', '0.463', 'ns'),
('power_and_ir_drop', 'power.static_leakage', '0.553', 'nW'),
('synth', 'yosys-top-cells-area', 'dfxtp_1 (43%), xor2_1 (7.7%), xnor2_1 (6.3%)', ''),
('route', 'detail_route.wl_per_cell', '8.49', 'um'),
('clock_tree', 'clock_tree.root_cell', 'clkbuf_8', '');
==> layout by cell type, fill, tap and decap left out <==
master,count
dfxtp_1,27
nor2_1,11
xor2_1,11
nand2_1,9
xnor2_1,9
nand3_1,8
nand4_1,7
and3_1,7
nand3b_1,5
o21ai_1,5
inv_1,3
nor4b_2,3
nor2b_1,3
ha_1,3
clkbuf_8,3
clkdlybuf4s50_1,2
a21oi_1,1
and4bb_2,1
a31oi_1,1
nor3_4,1
nor4_1,1
nor4_4,1
nor3b_1,1
nor4b_4,1
and2_1,1
nand4b_1,1
edfxtp_1,1
bufinv_16,1
==> final timing paths <==
path / endpoint / cells past startpoint / from / slack [ns]
setup / recovery: contador[13] / 7 / SW[0] / 4.26
hold / removal: contador[26] / 1 / contador[26] / 0.46
setup reg to reg: clk / 5 / contador[0] / 5.24
hold reg to reg: contador[26] / 1 / contador[26] / 0.46
==> sequential cells by signal, summed over array words and instances (netlist names) <==
signal,count
clk,1
contador,27
==> cell families after synthesis <==
logic type | count (synthesis) | share of synthesized area (%)
AND/OR/NAND/NOR | 61 | 32.4
buffers and inverters | 5 | 2.39
adder cells (fa/ha/maj) | 3 | 2.99
AND-OR/OR-AND | 7 | 2.89
XOR/XNOR | 20 | 13.9
flip-flops | 28 | 45.4
==> report_power, final <==
part           total (mW)  internal (mW)  leakage (nW)  switching, mW
Combinational      0.0488         0.0276         0.284         0.0212
Sequential          0.200          0.174         0.233         0.0263
Clock               0.121         0.0734        0.0357         0.0477
Total               0.370          0.275         0.553         0.0951
==> per-layer routing <==
layer / up-vias / track usage, %
met3: 2 / 0.930
met2: 12 / 5.27
li1: 444 / -
met4: 0 / 0.434
met1: 385 / 4.79
met5: - / 0
==> cell type report <==
class	instances	area (sq um)
clock inverter	1	30.0
tap	105	131
inverter	3	11.3
multi-input combinational	91	656
fill	879	6670
clock buffer	3	41.3
timing repair buffer	2	20.0
sequential	28	571
==> critical path, stage by stage <==
cell	delay, ns
clkdlybuf4s50_1	0.40
ha_1	0.32
a31oi_1	0.18
nor3_4	0.42
and3_1	0.23
xnor2_1	0.11
nor2_1	0.05
==> stage by stage <==
step	total power, mW	worst slack, ns
2_1_floorplan	0.241	4.59
3_3_place_gp	0.252	4.00
3_5_place_dp	0.254	3.96
4_1_cts	0.374	4.26
5_1_grt	0.390	4.09
6_report	0.370	4.26
No activity file was given, so power comes from the tool's default toggle rates.
